==> /design/flow/design.v <==
module MultiplexadorPC (
    input [10:0] valorPC,
    input [10:0] valorPCBuffer,
    input [31:0] dado,
    input [31:0] qualInterrupcao,
    input savePC,
    input savePCBuffer,
    input getInterruption,
    input getPC,
    output [31:0] Escolhido_MultiplexadorPC
);
assign Escolhido_MultiplexadorPC = savePC ? {21'b0, valorPC} : savePCBuffer ? {21'b0, valorPCBuffer} : getInterruption ? qualInterrupcao : dado;
endmodule
==> /design/flow/run.sh <==
#!/bin/bash
# OpenROAD 26Q1-2900-gdf79404cd8, Yosys 0.63+post, stock flow scripts
make -C /OpenROAD-flow-scripts/flow DESIGN_CONFIG=/design/flow/config.mk WORK_HOME=/design/flow/orfs finish
==> /design/flow/config.mk <==
export PLATFORM = sky130hd
export DESIGN_NAME = MultiplexadorPC
export DESIGN_NICKNAME = MultiplexadorPC
export VERILOG_FILES = /design/flow/design.v
export SDC_FILE = /design/flow/constraint.sdc
export NUM_CORES = 4
export LEC_CHECK = 1
export CORE_AREA = 10 10 87 87
export DIE_AREA = 0 0 97 97
==> /design/flow/constraint.sdc <==
current_design MultiplexadorPC

set clk_period 1.5
set clk_io_pct 0.2

create_clock -name clk0 -period $clk_period

set non_clock_inputs [all_inputs -no_clocks]
set_input_delay [expr $clk_period * $clk_io_pct] -clock clk0 $non_clock_inputs
set_output_delay [expr $clk_period * $clk_io_pct] -clock clk0 [all_outputs]
==> qor.log <==
INFO  yosys          post_synth_instance_area=712µm²
INFO  die            die_area=9410µm²
INFO  power          power.static_leakage=1.10nW
INFO  drt            route.detailed.wl_per_inst=16.3µm
INFO  yosys          netlist_top_cells_area=sky130_fd_sc_hd__mux2i_1 45%, sky130_fd_sc_hd__nor2_1 12%, sky130_fd_sc_hd__nor3b_1 12%
INFO  outcome        run_status=finished clean
INFO  global_routing first_global_vias=1313
INFO  place          io_buffer_count=121
INFO  cts            post_cts_hold_buffer_count=0
INFO  yosys          synth_sequential_area_ratio=0%
INFO  drt            antenna_left=0
INFO  place          dp.final_hpwl=3.93mm
INFO  drt            drt_pass_1_iters=2
INFO  sta            max_freq=0.688GHz
INFO  yosys          post-synth-top-area-fraction=45.0%
INFO  place          routabilityCongestion=0.743
INFO  sta            headroom_to_the_max_slew_limit=77.7%
INFO  die            die-height=97µm
INFO  cells_and_area syn_to_final_growth=198%
INFO  sta            min_period_over_period=96.8%
INFO  die            floorplan.io_pins=122
INFO  yosys          post-synth-top-area-cell=sky130_fd_sc_hd__mux2i_1
INFO  power          power.density_cell_area=234nW/µm²
INFO  critical_path  timing.critical_path.from_type=input pin
INFO  die            die-width=97µm
INFO  yosys          synth.distinct_cells=13
INFO  global_routing grt_antenna_before_repair=1
INFO  cells_and_area fin_area=2120µm²
INFO  drt            vias_per_cell=4.00
INFO  global_routing grt-ovfl-total=0
INFO  drt            via_count=1184
INFO  critical_path  endpoint=Escolhido_MultiplexadorPC[0]
INFO  critical_path  cp_data_arrival_time=1.15ns
INFO  sta            setup-violations-final=0
INFO  critical_path  worstPathMaxFanout=6
INFO  sta            final_number_of_max_transition_violations=0
INFO  yosys          avgSynthCellArea=7.26µm²
INFO  global_routing global_route_wire_length_before_repair=7.19mm
INFO  yosys          syn_inst=98
INFO  job            cap_violations=0
INFO  yosys          synthesis.yosys.warnings=0
INFO  place          dpl_cell_area=2020µm²
INFO  drt            drt-initial-drc-count=5
INFO  min_path       hold_path_class=input pin to output port
INFO  global_routing grt_start_max_net_pins=17
INFO  global_routing grt_use_total=9.24%
INFO  yosys          yosys.stat.chipArea=712µm²
INFO  sta            timing_worst_slew_pin_value=0.334ns
INFO  job            openroad_warning_count=35
INFO  power          max-vdd-ir-drop=0.119mV
INFO  cells_and_area layout_clock_buffer_count=0
INFO  yosys          synth-cells-yosys=98
INFO  die            core_area=5640µm²
INFO  cells_and_area n_fill_cell=572
INFO  drt            drc_errors=0
INFO  die            placementRows=27
INFO  die            floorplan.core_util=12.6%
INFO  sta            fin_crit=1.45ns
INFO  critical_path  required_time_of_the_critical_path=1.20ns
INFO  cells_and_area final-seq-area=0µm²
INFO  critical_path  worst_setup_path_startpoint=getInterruption
INFO  cells_and_area drive_above_1_share=17.5%
INFO  drt            totalWireLength=4.84mm
INFO  cells_and_area seq_cell_count=0
INFO  sta            setup_repair_after_global_routing_missed_its_margin=yes
INFO  critical_path  crit_type=input pin to output port
INFO  sta            final_hold_violation_count=0
INFO  critical_path  worstSetupEndpointType=output port
INFO  sta            fin_tns_setup=0ns
==> layout make-up <==
class	instances	area, µm²	area share [%]
Tap cell	72	90.1	4.24
Inverter	1	3.75	0.177
Multi-Input combinational cell	90	718	33.8
Timing Repair Buffer	132	1310	61.6
Antenna cell	1	2.50	0.118
==> worst min path at each step <==
stage	startpoint	endpoint	slack, ns	depth (start not counted)
6_report	valorPC[10]	Escolhido_MultiplexadorPC[10]	0.96	4
5_1_grt	valorPC[10]	Escolhido_MultiplexadorPC[10]	1.0	4
4_1_cts	savePCBuffer	Escolhido_MultiplexadorPC[8]	1.15	4
==> metal layers <==
layer / vias up / routed length [µm] / GRT usage [%]
li1: 607 / - / -
met1: 499 / 1920 / 9.74
met2: 78 / 2280 / 16.6
met3: 0 / 646 / 5.16
met4: 0 / 0 / 0
met5: - / 0 / 0
==> synth_stat cells <==
cell type	instances
sky130_fd_sc_hd__clkbuf_1	2
sky130_fd_sc_hd__mux2i_1	32
sky130_fd_sc_hd__or2_2	1
sky130_fd_sc_hd__a211oi_1	10
sky130_fd_sc_hd__a221oi_1	1
sky130_fd_sc_hd__nor2b_1	10
sky130_fd_sc_hd__nor2_1	22
sky130_fd_sc_hd__buf_2	3
sky130_fd_sc_hd__buf_12	1
sky130_fd_sc_hd__nor3b_1	11
sky130_fd_sc_hd__clkbuf_2	1
sky130_fd_sc_hd__buf_4	3
sky130_fd_sc_hd__inv_1	1
==> logic make-up after synthesis <==
logic type      Yosys count  synth area share [%]
buf+inv                  11                  10.4
mux                      32                  45.0
compound gates           11                  11.8
simple gates             44                  32.9
==> critical path: stages <==
cell                       delay [ns]
sky130_fd_sc_hd__buf_6           0.10
sky130_fd_sc_hd__buf_12          0.13
sky130_fd_sc_hd__buf_16          0.13
sky130_fd_sc_hd__mux2i_2         0.15
sky130_fd_sc_hd__a211oi_2        0.22
sky130_fd_sc_hd__buf_2           0.12
==> report_power, final <==
part	internal, W	switching (W)
Combinational	0.000349	0.000147
Clock	0.0000000000891	0
Sequential	0	0
==> through the flow <==
step	cells	setup slack (ns)	hold slack, ns	power (W)	util, %
final	296	0.0473	0.957	0.000496	37.6
after global routing	296	-0.0102	1.00	0.000542	37.6
after CTS	295	-0.0662	1.15	0.000506	36.1
after detailed placement	289	-0.891	1.52	0.000514	35.9
after global placement	289	-0.907	1.53	0.000512	35.9
after floorplan	98	0.355	0.677	0.000141	-
==> layout by cell type, fill, tap and decap left out <==
cell                               n
sky130_fd_sc_hd__buf_6             3
sky130_fd_sc_hd__buf_12            2
sky130_fd_sc_hd__or2_4             4
sky130_fd_sc_hd__a211oi_1          6
sky130_fd_sc_hd__nor2b_1          10
sky130_fd_sc_hd__nor3b_1           9
sky130_fd_sc_hd__clkdlybuf4s15_1   2
sky130_fd_sc_hd__mux2i_2           2
sky130_fd_sc_hd__diode_2           1
sky130_fd_sc_hd__dlygate4sd2_1    21
sky130_fd_sc_hd__nor2_1           21
sky130_fd_sc_hd__buf_2            11
sky130_fd_sc_hd__nor3b_2           2
sky130_fd_sc_hd__mux2i_1          30
sky130_fd_sc_hd__a221oi_2          1
sky130_fd_sc_hd__buf_16            1
sky130_fd_sc_hd__clkdlybuf4s50_1  65
sky130_fd_sc_hd__inv_1             1
sky130_fd_sc_hd__nor2_4            1
sky130_fd_sc_hd__a211oi_2          4
sky130_fd_sc_hd__dlymetal6s2s_1   19
sky130_fd_sc_hd__buf_4             8
==> repair_timing <==
action | CTS | global route
gates cloned | 4 | 0
buffers inserted | 3 | 0
hold endpoints to repair | 0 | 0
resized | 81 | 28
pin swaps | 23 | 12
setup endpoints to repair | 32 | 15
Power and IR drop assume default switching activity.
